==> /design/flow/design.v <==
module lab3demo(out_led,KPD_R,seg7_decode,a,b,c,d,e,f,g,dp,KPD_C,clk,rst);
output [11:0]out_led;
output reg [2:0]KPD_R;
output [5:0]seg7_decode;
output a,b,c,d,e,f,g,dp;
input [3:0]KPD_C;
input clk,rst;
reg [11:0]out_r;
reg [16:0]counter;
reg [7:0]seg7_display;
reg [7:0]seg7_temp;
wire dclk;
assign seg7_decode=~6'b000001;
always @(posedge clk)
begin
	counter <= counter+1'b1;
end
assign out_led = out_r;
assign dclk = counter[14];
always@(posedge dclk or negedge rst )
begin
	if(~rst)
		KPD_R<= 3'b110;
	else if(KPD_C==4'b1111)
		KPD_R <= {KPD_R[1:0],KPD_R[2]};
	else
		KPD_R <= KPD_R;
end
always@(posedge clk or negedge rst)
begin
	if(~rst)
	begin
		seg7_temp <= 8'b0;
	end
	else
	begin
		seg7_temp <= seg7_display;
	end
end
always @(*)
begin
	case({KPD_R,KPD_C})
	7'b011_0111:begin out_r = 12'b000000000001; seg7_display = 8'b11111100;  end  
	7'b110_1110:begin out_r = 12'b000000000010; seg7_display = 8'b01100000;  end  
	7'b110_1101:begin out_r = 12'b000000000100; seg7_display = 8'b11011010;  end  
	7'b110_1011:begin out_r = 12'b000000001000; seg7_display = 8'b11110010;  end  
	7'b101_1110:begin out_r = 12'b000000010000; seg7_display = 8'b01100110;  end  
	7'b101_1101:begin out_r = 12'b000000100000; seg7_display = 8'b10110110;  end  
	7'b101_1011:begin out_r = 12'b000001000000; seg7_display = 8'b10111110;  end  
	7'b011_1110:begin out_r = 12'b000010000000; seg7_display = 8'b11100100;  end  
	7'b011_1101:begin out_r = 12'b000100000000; seg7_display = 8'b11111110;  end  
	7'b011_1011:begin out_r = 12'b001000000000; seg7_display = 8'b11100110;  end  
	7'b110_0111:begin out_r = 12'b010000000000; seg7_display = 8'b10011110;  end  
	7'b101_0111:begin out_r = 12'b100000000000; seg7_display = 8'b10001110;  end  
	default:
	begin 
	out_r = 12'b000000000000; 
	seg7_display = seg7_temp;
	end
	endcase
end
assign a=~seg7_display[7];
assign b=~seg7_display[6];
assign c=~seg7_display[5];
assign d=~seg7_display[4];
assign e=~seg7_display[3];
assign f=~seg7_display[2];
assign g=~seg7_display[1];
assign dp=~seg7_display[0];
endmodule
==> /design/flow/run.sh <==
#!/bin/bash
# OpenROAD 26Q1-2900-gdf79404cd8, Yosys 0.63+post, stock flow scripts
make -C /OpenROAD-flow-scripts/flow DESIGN_CONFIG=/design/flow/config.mk WORK_HOME=/design/flow/orfs finish
==> /design/flow/config.mk <==
export PLATFORM = sky130hd
export DESIGN_NAME = lab3demo
export DESIGN_NICKNAME = lab3demo
export VERILOG_FILES = /design/flow/design.v
export SDC_FILE = /design/flow/constraint.sdc
export NUM_CORES = 4
export LEC_CHECK = 1
export CORE_AREA = 10 10 110 110
export DIE_AREA = 0 0 120 120
==> /design/flow/constraint.sdc <==
current_design lab3demo

set clk_period 4.6
set clk_io_pct 0.2

create_clock -name clk0 -period $clk_period [get_ports {clk}]

set non_clock_inputs [all_inputs -no_clocks]
set_input_delay [expr $clk_period * $clk_io_pct] -clock clk0 $non_clock_inputs
set_output_delay [expr $clk_period * $clk_io_pct] -clock clk0 [all_outputs]
==> results.cfg <==
; yosys + openroad results
[outcome]
outcome = finished, final reports clean

[pwr]
power_density_mw_per_mm2 = 197
leakagePower_nw = 0.899
peakVddDrop_mv = 0.125

[clock_tree]
clk_path_buf_depth = 2
ctsHoldBuffers = 0
worstSkewPairLatency_ns = 0.27
numCtsBuffers = 3
clockRootBuffer = clkbuf_8
cts_setup_buffers = 0
tritoncts = yes
cts_resized = 0
path_clk_slew_ns = 0.08
cts_htree_levels = 1

[synthesis]
synth_cell_types = 49
synthesis.area_mm2 = 0.00183
synthArstFlopShare = 0.500
ys_cells = 201
syn_avg_cell_area_um2 = 9.13
ys_seq_share = 0.370
edf_count = 0
synthCells = 201
ys_ff = 30
yosys_area_mm2 = 0.00183
ys_warn_count = 1
ff_type = dfxtp_1

[routing]
first_iter_violations = 95
ant_nets = 0
via_count = 1530
drt_pass1_iterations = 4
diodes = 0
routed_wirelength_um = 4520
drc = 0
avgRoutedWirePerCell_um = 12.7
via_per_inst = 4.31

[timing]
fmax_mhz = 238
layout_setup_ws_ns = 0.402
fin_skew_ns = 0.00942
drv_slew = 0
worst_pin_slew_ns = 0.693
min_period_ns = 4.20
fin_crit_sh = 0.913
tns_ns = 0
setup_viol_count_final = 0
slew_headroom = 0.537
unclocked_pins = 3
untimed_endpoints = 6
hold_violations = 0
rsz0062_at_grt = false

[placement]
globalplace.congestion = 0.891
dp_hpwl_um = 3470
pre_cts_ws_ns = 0.399
portBuffers = 27

[critical_path]
worstSetupEndpointType = output pin
startpoint = KPD_C[3]
cp_data_required_time_ns = 3.68
r2r-end = counter[11]
critPathMostFrequentCell = clkdlybuf4s50_1
crit_fanout = 19
cp-start-kind = input port
cp.arrival_ns = 3.28
critPathBufInv = 2
crit_type = in -> out
r2r_slack_ns = 3.20
cp_cell_sequence = clkdlybuf4s50_1 > a21oi_1 > a211o_1 > and4_4 > a2111oi_2 > clkdlybuf4s50_1
r2r_start = counter[2]
rr_worst_depth = 5
cp_top_family = buffers and inverters
slowest_delay_ns = 0.81
slowest_stage = clkdlybuf4s50_1

[floorplanning]
die_w_um = 120
core_mm2 = 0.00977
io_pins = 35
fp_util = 0.188
num_rows = 36
die_y_um = 120
die_area_mm2 = 0.0144

[worst_hold_path]
whs_path_depth = 1
hold_end = counter[0]
hp-class = reg -> reg
holdCritStartpoint = counter[0]

[global_routing]
antenna_found_initial = 0
overflow = 0
grt_max_degree = 22
grt_pass1_vias = 1447
grt_pass1_wl_um = 7320
grt_usage = 0.0606

[finish]
fillers = 1061
drive_gt1_frac = 0.108
syn_to_final_growth_pct = 21.6

[job]
warning_count = 25
drv_cap = 0
state kept, by name (all words and copies together) (netlist names):
| signal | cells |
|---|---|
| seg7_temp | 12 |
| KPD_R | 3 |
| counter | 15 |
how the worst max path moves through the flow:
| stage | end | slack [ns] | cells past startpoint |
|---|---|---|---|
| after CTS | f | 0.40 | 7 |
| after global routing | f | 0.21 | 7 |
| final | f | 0.40 | 6 |
cell usage after synthesis (all sizes together), types with 2 or more instances:
master	number	area, um2
nor2	19	71.3
conb	2	7.51
xnor2	12	105
nand2	15	56.3
or3	4	25.0
a21oi	6	30.0
a31oi	2	12.5
a21o	12	90.1
nor4b	3	32.5
nand4	5	31.3
nand2b	5	31.3
buf	17	128
dfxtp	15	300
clkbuf	2	7.51
dfstp	2	52.6
nand3	7	35.0
xor2	7	68.8
dfrtp	13	325
nor4bb	2	20.0
o22ai	2	12.5
inv	2	7.50
nand4b	2	17.5
nand3b	5	37.5
o21ai	2	10.0
a211oi	7	72.6
mux2	3	33.8
and3	4	25.0
nor3	6	30.0
nor3b	4	30.0
cell families after synthesis:
kind of cell,Yosys count,synth area share
and+or+nand+nor,88,0.273
DFF,30,0.370
other,2,0.00409
xor gates and xnor gates,19,0.0948
AOI/OAI and AO/OA,37,0.156
muxes,3,0.0184
buffers and inverters,21,0.0778
adders and majority gates,1,0.00682
cell type report:
type / count / area, um2 / area share
Clock buffer: 3 / 41.3 / 0.0185
Clock inverter: 1 / 5.00 / 0.00224
Inverter: 2 / 7.51 / 0.00337
Multi-Input combinational cell: 155 / 1030 / 0.463
Sequential cell: 30 / 678 / 0.304
Tap cell: 133 / 166 / 0.0746
Timing Repair Buffer: 31 / 300 / 0.135
report_power, final:
part,internal (mW),leakage [nW],switching [mW]
registers,0.238,0.320,0.00231
logic,0.0370,0.554,0.0298
clock network,0.0606,0.0255,0.0728
through the flow:
step	area, um2	total power [mW]	hold slack [ns]	cells	util
4_1_cts	2230	0.442	0.438	355	0.228
5_1_grt	2230	0.461	0.461	355	0.228
6_report	2230	0.440	0.436	355	0.228
3_3_place_gp	2180	0.313	0.413	351	0.224
3_5_place_dp	2180	0.313	0.416	351	0.224
2_1_floorplan	1850	0.285	0.395	206	-
placed cells by master (no fill, tap or decap), drive strengths merged, types with 2 or more instances in the layout:
cell type and count:
clkdlybuf4s50 27, nor2 19, nand2 15, dfxtp 15, dfrtp 13, xnor2 12, a21o 12, nand3 7
conb 7, xor2 7, a211oi 7, nor3 6, a21oi 6, nand4 5, nand3b 5, nand2b 5
or3 4, and3 4, nor3b 4, buf 4, mux2 3, clkbuf 3, nor4b 3, dfstp 2
nand4b 2, o21ai 2, nor4bb 2, a31oi 2, o22ai 2, inv 2
metal layers:
layer	wire, um	GRT usage	vias up
li1	-	-	751
met1	2090	0.0821	730
met2	2140	0.100	49
met3	289	0.0162	0
met4	0	0.00226	0
met5	0	0	-
Power figures rest on the tool's default switching activity, not on a simulated workload.
