## flow/design.v

```verilog
module LAB4(a,b,c,d,e,f,g,dp,seg7_decode,clk,ROT,rst);
output a,b,c,d,e,f,g,dp;
output [5:0] seg7_decode;
input clk;
input rst;
input [3:0] ROT;
reg [7:0] seg7_display;
reg [5:0] seg7;
reg [28:0] COUNT,COUNT1;
reg [2:0] flag,flag0,flag1;
parameter 		num0=8'b11111100,
				num1=8'b01100000,
				num2=8'b11011010,
				num3=8'b11110010,
				num4=8'b01100110,
				num5=8'b10110110,
				num6=8'b10111110,
				num7=8'b11100100,
				numE=8'b10011110;
always @(posedge clk) 
   begin
		if (ROT!=4'b1111)
			begin
				COUNT <= COUNT + 1; 
			end
		else
			begin
				COUNT <= COUNT ; 
			end	
		COUNT1	<= COUNT1 +1 ;	
   end
always @(COUNT)
	begin
		flag1[2:0]=COUNT[28:26];
		flag0[2:0]=COUNT[25:23];
	end
always@(posedge COUNT1[10])
	if(~rst)
		seg7<=6'b000000;
	else if (seg7==6'b000001)
		begin
		flag<=flag1;
		seg7<=6'b000010;
		end
	else 
		begin
		flag<=flag0;
		seg7<=6'b000001;
		end
always@(posedge clk)
	begin
		case(flag)
		3'b000 :
			begin
				seg7_display<=num0;
			end
		3'b001 :
			begin
				seg7_display<=num1;
			end
		3'b010 :
			begin
				seg7_display<=num2;
			end
		3'b011 :
			begin
				seg7_display<=num3;
			end
		3'b100 :
			begin
				seg7_display<=num4;
			end
		3'b101 :
			begin
				seg7_display<=num5;
			end
		3'b110 :
			begin
				seg7_display<=num6;
			end
		3'b111 :
			begin
				seg7_display<=num7;
			end
		default: 
			begin
				seg7_display<=numE;
			end
		endcase
	end
assign seg7_decode=~seg7;
assign a=~seg7_display[7];
assign b=~seg7_display[6];
assign c=~seg7_display[5];
assign d=~seg7_display[4];
assign e=~seg7_display[3];
assign f=~seg7_display[2];
assign g=~seg7_display[1];
assign dp=~seg7_display[0];
endmodule
```

## flow/run.sh

```bash
#!/bin/bash
# OpenROAD 26Q1-2900-gdf79404cd8, Yosys 0.63+post, stock flow scripts
make -C /OpenROAD-flow-scripts/flow DESIGN_CONFIG=/design/flow/config.mk WORK_HOME=/design/flow/orfs finish
```

## flow/config.mk

```make
export PLATFORM = sky130hd
export DESIGN_NAME = LAB4
export DESIGN_NICKNAME = LAB4
export VERILOG_FILES = /design/flow/design.v
export SDC_FILE = /design/flow/constraint.sdc
export NUM_CORES = 4
export LEC_CHECK = 1
export CORE_UTILIZATION = 50
```

## flow/constraint.sdc

```tcl
current_design LAB4

set clk_period 6.9
set clk_io_pct 0.2

create_clock -name clk0 -period $clk_period [get_ports {clk}]

set non_clock_inputs [all_inputs -no_clocks]
set_input_delay [expr $clk_period * $clk_io_pct] -clock clk0 $non_clock_inputs
set_output_delay [expr $clk_period * $clk_io_pct] -clock clk0 [all_outputs]
```

==> out/qor.txt <==
Grt ovf: 0
Post-route clock period utilization: 35.6%
Yosys Chip Area: 0.00238 mm2
Final count of pins violating max slew: 0
Gate Area: 927 um2
Die X: 71.0 um
Met3 WL: 167 um
Slowest stage cell, crit path: clkdlybuf4s50_1
Final Hold Viols: 0
Max Cap Viol: 0
First-pass GRT wire length: 6010 um
DRC viols: 0
Ports: 20
N_diodes: 0
GPL Wtd Cong: 0.767
Main flop type: edfxtp_1
Highest metal used: met4
Net switching power figure: 0.194 mW
Die y size: 71.0 um
Fillers: 369
Post-layout util: 59.7%
VDD IR max: 0.000151 V
Post-Route WL: 3390 um
Yosys reg bits: 52
Clock root buffer: clkbuf_8
Vias in the first global route: 1369
Seq pwr share: 61.5%
Static leakage: 1.05 nW
Share of cells above drive strength 1: 7.86%
Worst slew pin tran: 0.530 ns
Int Pwr: 0.513 mW
Endpoints left unconstrained: 17
Hold_buf cts: 0
Fp_density: 53.2%
Layout area overhead: 12.2%
CP Capture Type: output port
DR pass1 iterations: 6
Critical Path Source Type: flip-flop
Setup Total Neg Slack: 0 ns
Syn Inst Count: 207
Register area: 0.00136 mm2
Clock share of power: 24.8%
Synthesized area per cell: 11.5 um2
Achievable frequency: 0.407 GHz
Late-Pin Clk Latency: 0.29 ns
Clk_skew: 0.00946 ns
Maximum root-to-sink buffer count: 2
Post-synthesis cell type count: 27
Wl on met1: 1710 um
Slew headroom: 64.6%
Crit Path Max Fanout: 1
Initial DRC Count: 61
Async set-or-reset flop fraction in the synthesized netlist: 0%
Drt via density: 5.09
Avg WL per Cell: 12.1 um
Row count: 24
Run status: finished clean
CP Cell Sequence: inv_1 -> clkdlybuf4s50_1
Hold/Removal Path Class: flip-flop to flip-flop
Clock transition at path regs: 0.07 ns
CP Data Arrival Time: 1.08 ns
Initial antenna violation count: 0
Pwr Density: 265 mW/mm2
Pin count of the biggest net entering global routing: 30
Switch share: 27.5%
Seq/Total Area, Yosys: 57.1%
Mapped Area: 0.00238 mm2
H-tree depth: 2
Post_cts resized: 0
Comb pwr share: 13.8%
CTS tree: yes
CORE AREA: 0.00447 mm2
Final worst slack: 4.44 ns
YS warnings: 1
Worst reg-to-reg setup slack: 4.79 ns
Final min period: 2.46 ns
Count of unclocked register or latch pins: 5
GRT Util Overall: 15.9%
Die area: 0.00504 mm2
CP max stage delay: 0.44 ns
Antenna Nets Post-Route: 0
Ys cells: 207
Total CTS buffers: 5
Post-DP HPWL: 2410 um
Crit Path Class: flip-flop to output port
Via count: 1431
Met2 routed WL: 1470 um
Port Buf Inserts: 14
Endpoints failing setup: 0
Log Warnings: 29
RSZ-0062 raised after global routing: no
Postcts setup bufs: 0
Post-synth EDFFs: 32
Data required time of the worst path: 5.52 ns
Pre-CTS WS: 4.32 ns
worst paths after layout:
check,startpoint,endpoint,cells after the start
max reg2reg,COUNT[0],COUNT[26],5
min,COUNT1[0],COUNT1[0],1
max,seg7_display[4],d,2
min reg2reg,COUNT1[0],COUNT1[0],1
flip-flops by register name (all words and copies together) (netlist names):
signal and count:
COUNT1 11, seg7_display 7, COUNT 29, seg7 2, flag 3
cells in the final DEF, fill, tap and decap left out, types with 2 or more instances in the layout:
master           instances
edfxtp_1                32
xnor2_1                 27
dfxtp_1                 20
inv_1                   19
nand3_1                 15
clkdlybuf4s50_1         14
nand2_1                 13
nand4_1                 13
nor2_1                  11
xor2_1                   9
and3_1                   8
ha_1                     7
clkbuf_8                 7
nor3_1                   5
conb_1                   5
and2_1                   3
a21oi_1                  3
mux2_2                   3
nand3_2                  2
and4_1                   2
or2_2                    2
synth_stat cells, drive strengths merged, types with 5 or more instances:
library cell | number | area (um2)
edfxtp | 32 | 961
xnor2 | 27 | 236
dfxtp | 20 | 400
inv | 19 | 71.3
nand3 | 17 | 95.1
nand2 | 13 | 48.8
nand4 | 13 | 81.3
nor2 | 11 | 41.3
and3 | 9 | 57.6
xor2 | 9 | 78.8
ha | 7 | 87.6
nor3 | 6 | 35.0
buf | 5 | 37.5
routing by layer:
layer | vias to the layer above | global-route usage [%]
met4 | 0 | 2.00
met1 | 652 | 27.2
li1 | 743 | -
met5 | - | 0
met3 | 5 | 3.90
met2 | 31 | 23.1
worst max-delay path, delay by kind of cell (launching register included):
family                 cells  cell delay, ns
buffers and inverters      2            0.49
DFF                        1            0.30
through the flow:
| step | cells | cell area (um2) | hold slack, ns | power (mW) |
|---|---|---|---|---|
| global route | 281 | 2670 | 0.439 | 0.753 |
| detailed placement | 273 | 2570 | 0.401 | 0.538 |
| global placement | 273 | 2570 | 0.389 | 0.533 |
| finish | 281 | 2670 | 0.421 | 0.708 |
| floorplan | 211 | 2400 | 0.379 | 0.506 |
| CTS | 281 | 2670 | 0.420 | 0.713 |
power by group through the flow:
stage / Clock [mW] / Combinational [mW] / Sequential [mW]
finish: 0.175 / 0.0975 / 0.435
CTS: 0.180 / 0.0982 / 0.435
global route: 0.196 / 0.110 / 0.448
kinds of logic (layout without fill, tap and decap cells):
logic type / count (synthesis) / after routing / synth area share (%)
AOI/OAI and AO/OA: 4 / 4 / 0.945
xor gates and xnor gates: 36 / 36 / 13.2
adders and majority gates: 7 / 7 / 3.68
buffers and inverters: 24 / 42 / 4.57
DFF: 52 / 52 / 57.1
muxes: 3 / 3 / 1.42
other: 1 / 5 / 0.157
and+or+nand+nor: 80 / 80 / 18.9
final cells by class:
cell class,count,area share [%]
clock buffer,8,3.75
sequential,52,50.9
timing repair buffer,15,5.52
multi-input combinational,135,34.7
inverter,19,2.67
tap,52,2.43
Power and IR drop assume default switching activity.
