==> flow/constraint.sdc <==
current_design TestLED

set clk_period 1.0
set clk_io_pct 0.2

create_clock -name clk0 -period $clk_period

set non_clock_inputs [all_inputs -no_clocks]
set_input_delay [expr $clk_period * $clk_io_pct] -clock clk0 $non_clock_inputs
set_output_delay [expr $clk_period * $clk_io_pct] -clock clk0 [all_outputs]
==> flow/design.v <==
module TestLED(out,inpulse);
output [11:0] out;
input [3:0] inpulse;
reg [3:0] COUNT;
reg [11:0] out_r;
always @ (inpulse)
	COUNT=~inpulse;
always @ (COUNT)
	begin
		if (COUNT==4'b0000)
			out_r=12'b0000_0000_0000;
		else if (COUNT==4'b0001)
			out_r=12'b0000_0001_0001;	
		else if (COUNT==4'b0010)
			out_r=12'b0000_0010_0010;	
		else if (COUNT==4'b0011)
			out_r=12'b0000_0011_0011;	
		else if (COUNT==4'b0100)
			out_r=12'b0000_0100_0100;
		else if (COUNT==4'b0101)
			out_r=12'b0000_0101_0101;	
		else if (COUNT==4'b0110)
			out_r=12'b0000_0110_0110;
		else if (COUNT==4'b0111)
			out_r=12'b0000_0111_0111;	
		else if (COUNT==4'b1000)
			out_r=12'b0000_1000_1000;
		else if (COUNT==4'b1001)
			out_r=12'b0000_1001_1001;	
		else if (COUNT==4'b1010)
			out_r=12'b0001_0000_1010;
		else if (COUNT==4'b1011)
			out_r=12'b0001_0001_1011;
		else if (COUNT==4'b1100)
			out_r=12'b0001_0010_1011;
		else if (COUNT==4'b1101)
			out_r=12'b0001_0011_1011;
		else if (COUNT==4'b1110)
			out_r=12'b0001_0100_1011;			
		else
			out_r=12'b0001_0101_1111;
	end
assign out[11:0]=out_r[11:0];
endmodule
==> flow/config.mk <==
export PLATFORM = sky130hd
export DESIGN_NAME = TestLED
export DESIGN_NICKNAME = TestLED
export VERILOG_FILES = /design/flow/design.v
export SDC_FILE = /design/flow/constraint.sdc
export NUM_CORES = 4
export LEC_CHECK = 1
export CORE_AREA = 10 10 70 70
export DIE_AREA = 0 0 80 80
==> flow/run.sh <==
#!/bin/bash
# OpenROAD 26Q1-2900-gdf79404cd8, Yosys 0.63+post, stock flow scripts
make -C /OpenROAD-flow-scripts/flow DESIGN_CONFIG=/design/flow/config.mk WORK_HOME=/design/flow/orfs finish
==> impl_metrics.json <==
{
  "rows": 21,
  "yosysSeqAreaShare": 0,
  "ff_count": 0,
  "area_delta_synth_final_pct": 258,
  "cts_hold_buf": 0,
  "fin_setup_tns_ns": -0.0299,
  "final_cell_area_um2": 309,
  "drt-initial-drc-count": 3,
  "yosys.area.top_type": "buf_4",
  "setup_slack_ns": -0.0299,
  "status": "finished, violations left",
  "synthCells": 15,
  "top_area_frac": 0.261,
  "gp_congestion": 0.741,
  "drive_gt1_frac": 0.735,
  "synth_cell_type_count": 8,
  "drv_cap": 0,
  "synth-cells-yosys": 15,
  "final_common_cell": "buf_6",
  "lay_top_cells": "7 x buf_6, 5 x buf_2, 4 x buf_4",
  "core_area_um2": 3420,
  "rsz0062_at_grt": "true",
  "critical_path_required_ns": 0.80,
  "avgSynthCellArea_um2": 5.76,
  "antenna_found_initial": 0,
  "die_h_um": 80,
  "yosys_warnings": 1,
  "crit_fanout": 2,
  "post_dp_cell_area_um2": 274,
  "diodes": 0,
  "topCellsByArea": "buf_4 26%, a21oi_1 17%, o21ai_0 17%",
  "wl_per_cell_um": 6.24,
  "holdPathStages": 3,
  "grt_usage": 0.0118,
  "antenna_left": 0,
  "grt_max_degree": 8,
  "route.detailed.drc": 0,
  "slew_viol_final": 0,
  "hp-class": "input port to output port",
  "grt_pass1_vias": 145,
  "arrival_ns": 0.83,
  "leakage_nw": 0.140,
  "pre_cts_ws_ns": -0.891,
  "vias": 175,
  "io_buffers": 13,
  "layout_min_cycle_time_ns": 1.03,
  "first_pass_iters": 2,
  "seq_area_um2": 0,
  "grt_overflow": 0,
  "die_area_um2": 6400,
  "period_used_share": 1.03,
  "wl_um": 499,
  "crit_type": "input port to output port",
  "clock_buffers": 0,
  "max_freq_mhz": 971,
  "cellPowerDensity_nw_per_um2": 315,
  "initCoreUtil": 0.0253,
  "io_pins": 16,
  "peakVddDrop_uv": 27.6,
  "via_per_inst": 2.19,
  "start_kind": "input port",
  "dieWidth_um": 80,
  "grt_pass1_wl_um": 655,
  "fin_util": 0.0905,
  "hp-start": "inpulse[0]",
  "setup_viol": 1,
  "hold_path_end": "out[0]",
  "synth.cell_area_um2": 86.3,
  "violations": "setup timing",
  "cp-end-kind": "output port",
  "ys_area_um2": 86.3,
  "warnings": 34,
  "finalHoldViolCount": 0
}
-- layer usage --
metal  vias to the layer above  wire (um)  track usage
li1                         85          -            -
met5                         -          0            0
met3                         0         65      0.00341
met4                         0          0            0
met2                        15        150       0.0144
met1                        75        283       0.0198
-- worst max path at each step --
stage / from / end / slack (ns)
6_report: inpulse[2] / out[5] / -0.03
4_1_cts: inpulse[3] / out[5] / -0.03
5_1_grt: inpulse[2] / out[5] / -0.04
-- area by class of cell --
cell class / count / area, um2
multi-input combinational: 12 / 81.3
inverter: 2 / 7.51
fill: 406 / 3110
tap: 46 / 57.6
timing repair buffer: 20 / 163
-- synthesized netlist by cell type, drive strengths merged --
library cell and n:
inv 2, a21oi 3, or2 1, and3 1
buf 3, o21ai 3, or3b 1, conb 1
-- power breakdown --
part	switching, mW	internal (mW)
Sequential	0	0
Clock	0	0
Combinational	0.0324	0.0650
Total	0.0324	0.0650
-- repair_timing --
| item | 4_1_cts | 5_1_grt |
|---|---|---|
| pin swaps | 4 | 1 |
| gates resized | 52 | 3 |
| buffers inserted | 5 | 0 |
| cloned | 0 | 0 |
| setup endpoints to repair | 9 | 3 |
| hold endpoints to repair | 0 | 0 |
-- through the flow --
step / std cells / hold slack, ns / power (mW)
after floorplan: 17 / 0.409 / 0.0185
after global placement: 75 / 1.33 / 0.0827
after detailed placement: 75 / 1.33 / 0.0837
after CTS: 80 / 0.618 / 0.0979
after global routing: 80 / 0.638 / 0.108
final: 80 / 0.615 / 0.0975
-- critical path, stage by stage --
cell,delay (ns)
buf_6,0.09
or3b_1,0.35
o21ai_1,0.07
buf_2,0.11
-- cells by family (layout without fill, tap and decap cells) --
family,Yosys count,in the layout,synth area share
other,1,3,0.0434
AND-OR/OR-AND,6,6,0.348
buffers and inverters,5,22,0.348
AND/OR/NAND/NOR,3,3,0.261
Power and IR drop assume default switching activity.
